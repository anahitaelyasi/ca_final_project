<file path="design/flow/design.v">
module cu(
    input E,
    input [1:0] T,
    output reg [2:0] sel_A,  
    output reg sel_B, 
    output reg LD_R1, LD_R2, LD_R3, LD_DR1, LD_DR2, LD_AC, LD_outr,
    output reg sel_DR1, sel_DR2
);
    always @(*) begin
        sel_A   = 3'b000;
        sel_B   = 1'b0;
        LD_R1   = 1'b0;
        LD_R2   = 1'b0;
        LD_R3   = 1'b0;
        LD_DR1  = 1'b0;
        LD_DR2  = 1'b0;
        LD_AC   = 1'b0;
        LD_outr = 1'b0;
        if (E == 1) begin
            sel_A[2:0] = 3'b010;  
            LD_outr = 1;
        end 
        else begin
            if (T[1:0] == 2'b00) begin
                sel_A[2:0] = 3'b000;  
                sel_B = 1;  
                LD_DR1 = 1; 
                LD_DR2 = 1;
            end
            else if (T[1:0] == 2'b01) begin
                sel_A[2:0] = 3'b001;  
                LD_R1 = 1; 
                LD_AC = 1;
            end 
            else if (T[1:0] == 2'b10) begin
                sel_A[2:0] = 3'b011;  
                LD_R3 = 1;
            end
            else if (T[1:0] == 2'b11) begin
                sel_A[2:0] = 3'b010;  
                LD_R2 = 1;
            end 
        end 
    end 
endmodule 
module datapath(
    input E, rst, clk,
    input LD_R1, LD_R2, LD_R3, LD_DR1, LD_DR2, LD_AC, LD_outr,
    input [2:0] sel_A,  
    input sel_B, 
    output reg [3:0] outr 
);
    reg [3:0] R1, R2, R3, AC, DR1, DR2;
    wire [3:0] B1, B2;
    wire [3:0] ALU_out = DR1 + DR2 ;
    assign B1 = (sel_A == 3'b000) ? R1 :
            (sel_A == 3'b001) ? R2 :
            (sel_A == 3'b010) ? R3 :
            (sel_A == 3'b011) ? AC :
            (sel_A == 3'b100) ? outr : 4'b0000 ;
    assign B2 = R2 ;
    always @(posedge clk) begin
        if (rst) begin
            R1 <= 4'b0000;
            R2 <= 4'b0000;
            R3 <= 4'b0000;
            DR1 <= 4'b0000;
            DR2 <= 4'b0000;
            AC <= 4'b0000;
            outr <= 4'b0000;
        end 
        if (E) begin
            outr[3:0] <= B1[3:0];
        end 
        else begin 
            if (LD_DR1 == 1 && LD_DR2 == 1) begin
                DR1[3:0] <= B1[3:0]; 
                DR2[3:0] <= B2[3:0];
            end 
            if (LD_R1 == 1 && LD_AC == 1) begin
                AC[3:0] <= ALU_out[3:0]; 
                R1[3:0] <= B1[3:0];
            end 
            if (LD_R3 == 1) begin
                R3[3:0] <= B1[3:0];
            end 
            if (LD_R2 == 1) begin
                R2[3:0] <= B1[3:0];
            end
        end 
    end
endmodule 
module main(
    input E,
    input clk,
    input rst,
    output [1:0] T,
    output LD_R1, LD_R2, LD_R3,
    output LD_DR1, LD_DR2, LD_AC, LD_outr,
    output [2:0] sel_A,
    output sel_B,
    output [3:0] outr,
    output sel_DR1, sel_DR2
);
reg [1:0] T_reg;
sequence_counter sequence_inst(
    .E (E), .clk (clk), .rst (rst), .T (T)
); 
cu cu_inst(
    .E (E), .T (T),
    .sel_A (sel_A), 
    .sel_B (sel_B),
    .LD_R1 (LD_R1), .LD_R2 (LD_R2), .LD_R3 (LD_R3), .LD_DR1 (LD_DR1), .LD_DR2 (LD_DR2), .LD_AC (LD_AC), .LD_outr (LD_outr),
    .sel_DR1 (sel_DR1), 
    .sel_DR2 (sel_DR2) 
); 
datapath dp_inst(
    .E (E), .rst (rst), .clk (clk),
    .LD_R1 (LD_R1), .LD_R2 (LD_R2), .LD_R3 (LD_R3), .LD_DR1 (LD_DR1), .LD_DR2 (LD_DR2), .LD_AC (LD_AC), .LD_outr (LD_outr),
    .sel_A (sel_A), .sel_B (sel_B), .outr (outr)
);
endmodule;
module sequence_counter(
    input E, clk, rst,
    output reg [1:0] T
);
    reg E_prev;
    always @(posedge clk) begin
        if (rst == 1) begin
            T[1:0] <= 2'b00;
            E_prev <= 1'b0;
        end 
        else begin
            if (E_prev == 1'b1 && E == 1'b0) begin
                T[1:0] <= 2'b00;               
            end
            else if (E == 1'b1) begin
                T <= T;    
            end
            else begin
                if (T[1:0] == 2'b11) begin 
                T[1:0] <= 2'b00;
                end
                else begin
                    T[1:0] <= T[1:0] + 2'b01 ;
                end       
            end
            E_prev <= E;
        end
    end
endmodule
</file>
<file path="design/flow/config.mk">
export PLATFORM = sky130hd
export DESIGN_NAME = main
export DESIGN_NICKNAME = main
export VERILOG_FILES = /design/flow/design.v
export SDC_FILE = /design/flow/constraint.sdc
export NUM_CORES = 4
export LEC_CHECK = 1
export CORE_AREA = 10 10 96 96
export DIE_AREA = 0 0 106 106
export SYNTH_HDL_FRONTEND = slang
</file>
<file path="design/flow/run.sh">
#!/bin/bash
# OpenROAD 26Q1-2900-gdf79404cd8, Yosys 0.63+post, stock flow scripts
make -C /OpenROAD-flow-scripts/flow DESIGN_CONFIG=/design/flow/config.mk WORK_HOME=/design/flow/orfs finish
</file>
<file path="design/flow/constraint.sdc">
current_design main

set clk_period 2.1
set clk_io_pct 0.2

create_clock -name clk0 -period $clk_period [get_ports {clk}]

set non_clock_inputs [all_inputs -no_clocks]
set_input_delay [expr $clk_period * $clk_io_pct] -clock clk0 $non_clock_inputs
set_output_delay [expr $clk_period * $clk_io_pct] -clock clk0 [all_outputs]
</file>
==> results_dict.tcl <==
# collected from the flow reports
set metrics [dict create \
    cts_tree "done" \
    worstSetupEndpointType "output port" \
    combinationalPowerShare 0.185 \
    number_of_synthesized_flops_with_an_enable_pin 4 \
    numPlacedInstances 308 \
    grt.total_usage 0.0694 \
    synthTopCellsByCount "sky130_fd_sc_hd__dfxtp_1, sky130_fd_sc_hd__o21ai_1, sky130_fd_sc_hd__inv_1, sky130_fd_sc_hd__nand3b_1" \
    overflow 0 \
    path_class "register to output port" \
    result_of_the_run "complete, no violations" \
    stage_log_warnings 30 \
    antenna_found_initial 0 \
    rsz0062_at_grt "no" \
    total_wirelength_of_the_detailed_routed_design_microns 3840 \
    yosys-stat-area_sq_mm 0.00165 \
    routed_via_density 4.44 \
    met3RoutedLength_microns 322 \
    synthToLayoutAreaGrowth_pct 33.0 \
    grt_max_degree 15 \
    first_global_vias 1349 \
    met2_length_microns 1640 \
    die_height_microns 106 \
    die_w_microns 106 \
    finalSetupViolCount 0 \
    final_layout_size_suffix_gt1_frac 0.240 \
    ys.flop_type "sky130_fd_sc_hd__dfxtp_1" \
    synth_area_leader_cell "sky130_fd_sc_hd__dfxtp_1" \
    dominant_cells_by_area_after_synthesis "sky130_fd_sc_hd__dfxtp_1, sky130_fd_sc_hd__edfxtp_1, sky130_fd_sc_hd__ha_1, sky130_fd_sc_hd__nand3b_1, sky130_fd_sc_hd__o21ai_1" \
    drt-initial-drc-count 45 \
    peakVddDrop_mv 0.195 \
    critPathArrivalTime_ns 1.58 \
    maxCapViolations 0 \
    synthesis.instances 182 \
    synth_dominant_cell_count "sky130_fd_sc_hd__dfxtp_1" \
    reg2reg_depth 7 \
    intPower_uw 1020 \
    wl_met1_microns 1840 \
    chip_area_sq_mm 0.0112 \
    power_frac_seq 0.465 \
    fin_crit_ns 2.00 \
    synth_largest_type_area_fraction 0.327 \
    wl_per_cell_microns 12.0 \
    r2r_setup_slack_ns 0.11 \
    cts_inserted_buffers 5 \
    via_count 1420 \
    timing.final.crit_share 0.955 \
    async_flop_share 0 \
    critPathRequiredTime_ns 1.68 \
    cts-hold-fix-buffers 0 \
    worst_setup_hold_path_clk_slew_ns 0.07 \
    p_clk_frac 0.350 \
    timing.hold.ws_ns 0.451 \
    drv_slew 0 \
    cts-htree-levels 2 \
    final-instance-count-excl-fill 320 \
    numPortBuffers 18 \
    clock_root_cell "sky130_fd_sc_hd__clkbuf_8" \
    remaining_drc_errors 0 \
    power.density_cell_area_mw_per_mm2 625 \
    clock-sinks 31 \
    switching_share 0.256 \
    num_rows 31 \
    initial_core_util 0.229 \
    n_fill_cell 762 \
    fin_skew_ns 0.00598 \
    cp_max_fo 6 \
    core_sq_mm 0.00721 \
    switching_power_uw 351 \
    clk_latency_ns 0.28 \
    ys_types 34 \
    grt_pass1_wl_microns 6540 \
    yosys-stat-cells 182 \
    ant_nets 0 \
    final_util 0.305 \
    yosysSeqAreaShare 0.400 \
    average_size_of_a_mapped_cell_sq_um 9.07 \
    yosysWarnings 2 \
    synth-seq-cells 31 \
    power.leakage_uw 0.000876 \
    final-hold-violation-count 0 \
    highest_signal_layer_in_the_routed_design "met4" \
    drtPass1Iterations 4 \
    min_delay_path_depth 2 \
    max_freq_mhz 499 \
    route.antenna.diode_count 0 \
    total_power_uw 1370 \
    critical_path.startpoint_type "register" \
    max-clock-path-buffers 2 \
    synth_area_sq_mm 0.00165 \
    final_replace_weighted_congestion 0.824 \
    place_hpwl_microns 2900 \
    class_of_the_worst_hold_path "register to register" \
    ios 22 \
]
==> kinds of logic (layout without fill, tap and decap cells) <==
family / Yosys count / in the layout / share of synthesized area
AOI/OAI and AO/OA: 42 / 42 / 0.173
buffers and inverters: 34 / 71 / 0.103
adders and majority gates: 10 / 10 / 0.0803
xor gates and xnor gates: 3 / 3 / 0.0159
other: 1 / 3 / 0.00227
DFF: 31 / 31 / 0.400
and+or+nand+nor: 61 / 61 / 0.225
==> stage by stage <==
step	setup TNS, ns	cell area [sq um]	worst slack, ns
final	0	2200	0.0953
after floorplan	0	1660	0.199
after global routing	0	2200	0.0127
after CTS	0	2180	0.0142
after detailed placement	-0.451	2030	-0.0960
after global placement	-0.555	2030	-0.0888
==> cell usage in the layout, fill, tap and decap left out, types with 5 or more instances in the layout <==
cell	count
sky130_fd_sc_hd__a211o_1	5
sky130_fd_sc_hd__or3_1	5
sky130_fd_sc_hd__inv_1	12
sky130_fd_sc_hd__dfxtp_1	25
sky130_fd_sc_hd__buf_4	24
sky130_fd_sc_hd__inv_2	6
sky130_fd_sc_hd__nand2_1	10
sky130_fd_sc_hd__nand3b_1	14
sky130_fd_sc_hd__ha_1	7
sky130_fd_sc_hd__o21ai_1	15
sky130_fd_sc_hd__nor2_1	9
sky130_fd_sc_hd__clkdlybuf4s50_1	16
sky130_fd_sc_hd__clkbuf_8	6
==> power by group through the flow <==
stage | sequential (uW) | clock, uW | combinational [uW]
final | 638 | 481 | 254
after global routing | 641 | 522 | 283
after CTS | 638 | 495 | 252
==> cell type report <==
class | count | area [sq um] | share of cell area
multi-input combinational | 119 | 863 | 0.393
clock inverter | 1 | 5.00 | 0.00228
timing repair buffer | 45 | 385 | 0.175
clock buffer | 7 | 86.3 | 0.0393
inverter | 18 | 67.6 | 0.0308
sequential | 31 | 666 | 0.303
tap | 99 | 124 | 0.0564
==> final timing paths <==
| path | to | startpoint |
|---|---|---|
| worst min register to register | dp_inst.R1[1] | dp_inst.R1[1] |
| worst max-delay path | LD_DR2 | sequence_inst.T[1] |
| worst max register to register | dp_inst.DR1[1] | sequence_inst.T[0] |
| worst min-delay path | dp_inst.R1[1] | dp_inst.R1[1] |
==> layer usage <==
metal,up-vias,GRT usage
met5,-,0
met4,0,0.00774
met3,7,0.0214
met2,45,0.105
met1,661,0.0989
li1,707,-
==> worst max-delay path, stage by stage, from the launching register on <==
cell	delay (ns)
sky130_fd_sc_hd__dfxtp_4	0.37
sky130_fd_sc_hd__inv_2	0.09
sky130_fd_sc_hd__ha_4	0.14
sky130_fd_sc_hd__buf_4	0.11
sky130_fd_sc_hd__nand2b_4	0.06
sky130_fd_sc_hd__inv_2	0.07
sky130_fd_sc_hd__clkdlybuf4s50_1	0.47
==> what timing repair did <==
action	in CTS	in global routing
buffers inserted	1	2
pin swaps	3	0
endpoints found under the setup margin	9	6
gates cloned	1	0
gates resized	15	1
hold endpoints to repair	0	0
Power figures rest on the tool's default switching activity, not on a simulated workload.
